$ cat /design/flow/config.mk
export PLATFORM = sky130hd
export DESIGN_NAME = regFile
export DESIGN_NICKNAME = regFile
export VERILOG_FILES = /design/flow/design.v
export SDC_FILE = /design/flow/constraint.sdc
export NUM_CORES = 4
export LEC_CHECK = 1
export CORE_AREA = 10 10 100 100
export DIE_AREA = 0 0 110 110
$ cat /design/flow/constraint.sdc
current_design regFile

set clk_period 1.0
set clk_io_pct 0.2

create_clock -name clk0 -period $clk_period [get_ports {clk}]

set non_clock_inputs [all_inputs -no_clocks]
set_input_delay [expr $clk_period * $clk_io_pct] -clock clk0 $non_clock_inputs
set_output_delay [expr $clk_period * $clk_io_pct] -clock clk0 [all_outputs]
$ cat /design/flow/design.v
module FF #(
parameter WIDTH = 32
)
(
input clk,
input reset, 
input [WIDTH-1:0] d,
input enable, 
output reg [WIDTH-1:0] q
);
always @ (negedge reset or posedge clk)
begin
	if (!reset)
	begin
		q <= 32'b0;
	end
	else
	begin
		if (clk)
		begin
			q <= d;
		end
	end
end
endmodule 
module decoder #(parameter WIDTH = 32) (
input [$clog2(WIDTH)-1:0] in,
output reg [WIDTH-1:0] out
);
always @(in) begin
	case (in)
	0: out = 32'b0;
	1: out = 32'd2;
	2: out = 32'd4;
	3: out = 32'd8;
	4: out = 32'd16;
	5: out = 32'd32;
	6: out = 32'd64;
	7: out = 32'd128;
	8: out = 32'd256;
	9: out = 32'd512;
	10: out = 32'd1024;
	11: out = 32'd2048;
	12: out = 32'd4096;
	13: out = 32'd8192;
	14: out = 32'd16384;
	15: out = 32'd32768;
	16: out = 32'd65536;
	17: out = 32'd131072;
	18: out = 32'd262144;
	19: out = 32'd524288;
	20: out = 32'd1048576;
	21: out = 32'd2097152;
	22: out = 32'd4194304;
	23: out = 32'd8388608;
	24: out = 32'd16777216;
	25: out = 32'd33554432;
	26: out = 32'd67108864;
	27: out = 32'd134217728;
	28: out = 32'd268435456;
	29: out = 32'd536870912;
	30: out = 32'd1073741824;
	31: out = 32'd2147483648;
	endcase
end
endmodule 
module mux #(parameter WIDTH = 32)(input [WIDTH-1:0] regAdr, regAdr1, regAdr2, regAdr3, regAdr4, regAdr5, regAdr6, regAdr7, regAdr8, regAdr9, regAdr10, regAdr11, regAdr12, regAdr13, regAdr14, regAdr15, regAdr16, regAdr17, regAdr18, regAdr19, regAdr20, regAdr21, regAdr22, regAdr23, regAdr24, regAdr25, regAdr26, regAdr27, regAdr28, regAdr29, regAdr30, regAdr31,
input [$clog2(WIDTH)-1:0] sel,
output reg [WIDTH-1:0] regOut);
always @(sel) begin
	case (sel)
	0: regOut = regAdr;
	1: regOut = regAdr1;
	2: regOut = regAdr2;
	3: regOut = regAdr3;
	4: regOut = regAdr4;
	5: regOut = regAdr5;
	6: regOut = regAdr6;
	7: regOut = regAdr7;
	8: regOut = regAdr8;
	9: regOut = regAdr9;
	10: regOut = regAdr10;
	11: regOut = regAdr11;
	12: regOut = regAdr12;
	13: regOut = regAdr13;
	14: regOut = regAdr14;
	15: regOut = regAdr15;
	16: regOut = regAdr16;
	17: regOut = regAdr17;
	18: regOut = regAdr18;
	19: regOut = regAdr19;
	20: regOut = regAdr20;
	21: regOut = regAdr21;
	22: regOut = regAdr22;
	23: regOut = regAdr23;
	24: regOut = regAdr24;
	25: regOut = regAdr25;
	26: regOut = regAdr26;
	27: regOut = regAdr27;
	28: regOut = regAdr28;
	29: regOut = regAdr29;
	30: regOut = regAdr30;
	31: regOut = regAdr31;
	endcase
end
endmodule 
module regFile #(
parameter N = 32)
(
input clk,
input reset, 
input Reg_Write_i,
input [4:0] Write_Register_i,
input [4:0] Read_Register_1_i,
input [4:0]	Read_Register_2_i,
input [N-1:0] Write_Data_i,
output [N-1:0] Read_Data_1_o,
output [N-1:0] Read_Data_2_o
);
wire [N-1:0] q,q1,q2,q3,q4,q5,q6,q7,q8,q9,q10,q11,q12,q13,q14,q15,q16,q17,q18,q19,q20,q21,q22,q23,q24,q25,q26,q27,q28,q29,q30,q31,out, enable;
decoder #(32) dec1(.in(Write_Register_i),.out(out));
mux #(32) mux1 (.regAdr(q), .regAdr1(q1), .regAdr2(q2), .regAdr3(q3), .regAdr4(q4), .regAdr5(q5), .regAdr6(q6), .regAdr7(q7), .regAdr8(q8), .regAdr9(q9), .regAdr10(q10), .regAdr11(q11),
.regAdr12(q12), .regAdr13(q13), .regAdr14(q14), .regAdr15(q15), .regAdr16(q16), .regAdr17(q17), .regAdr18(q18), .regAdr19(q19), .regAdr20(q20), .regAdr21(q21), .regAdr22(q22),
.regAdr23(q23), .regAdr24(q24), .regAdr25(q25), .regAdr26(q26), .regAdr27(q27), .regAdr28(q28), .regAdr29(q29), .regAdr30(q30), .regAdr31(q31), .sel(Read_Register_1_i), .regOut(Read_Data_1_o));
mux #(32) mux2 (.regAdr(q), .regAdr1(q1), .regAdr2(q2), .regAdr3(q3), .regAdr4(q4), .regAdr5(q5), .regAdr6(q6), .regAdr7(q7), .regAdr8(q8), .regAdr9(q9), .regAdr10(q10), .regAdr11(q11),
.regAdr12(q12), .regAdr13(q13), .regAdr14(q14), .regAdr15(q15), .regAdr16(q16), .regAdr17(q17), .regAdr18(q18), .regAdr19(q19), .regAdr20(q20), .regAdr21(q21), .regAdr22(q22),
.regAdr23(q23), .regAdr24(q24), .regAdr25(q25), .regAdr26(q26), .regAdr27(q27), .regAdr28(q28), .regAdr29(q29), .regAdr30(q30), .regAdr31(q31), .sel(Read_Register_2_i), .regOut(Read_Data_2_o));
FF regstr1(.clk(clk),.reset(reset),.d(Write_Data_i),.enable(enable[0]),.q(q));
FF regstr2(.clk(clk),.reset(reset),.d(Write_Data_i),.enable(enable[1]),.q(q1));
FF regstr3(.clk(clk),.reset(reset),.d(Write_Data_i),.enable(enable[2]),.q(q2));
FF regstr4(.clk(clk),.reset(reset),.d(Write_Data_i),.enable(enable[3]),.q(q3));
FF regstr5(.clk(clk),.reset(reset),.d(Write_Data_i),.enable(enable[4]),.q(q4));
FF regstr6(.clk(clk),.reset(reset),.d(Write_Data_i),.enable(enable[5]),.q(q5));
FF regstr7(.clk(clk),.reset(reset),.d(Write_Data_i),.enable(enable[6]),.q(q6));
FF regstr8(.clk(clk),.reset(reset),.d(Write_Data_i),.enable(enable[7]),.q(q7));
FF regstr9(.clk(clk),.reset(reset),.d(Write_Data_i),.enable(enable[8]),.q(q8));
FF regstr10(.clk(clk),.reset(reset),.d(Write_Data_i),.enable(enable[9]),.q(q9));
FF regstr11(.clk(clk),.reset(reset),.d(Write_Data_i),.enable(enable[10]),.q(q10));
FF regstr12(.clk(clk),.reset(reset),.d(Write_Data_i),.enable(enable[11]),.q(q11));
FF regstr13(.clk(clk),.reset(reset),.d(Write_Data_i),.enable(enable[12]),.q(q12));
FF regstr14(.clk(clk),.reset(reset),.d(Write_Data_i),.enable(enable[13]),.q(q13));
FF regstr15(.clk(clk),.reset(reset),.d(Write_Data_i),.enable(enable[14]),.q(q14));
FF regstr16(.clk(clk),.reset(reset),.d(Write_Data_i),.enable(enable[15]),.q(q15));
FF regstr17(.clk(clk),.reset(reset),.d(Write_Data_i),.enable(enable[16]),.q(q16));
FF regstr18(.clk(clk),.reset(reset),.d(Write_Data_i),.enable(enable[17]),.q(q17));
FF regstr19(.clk(clk),.reset(reset),.d(Write_Data_i),.enable(enable[18]),.q(q18));
FF regstr20(.clk(clk),.reset(reset),.d(Write_Data_i),.enable(enable[19]),.q(q19));
FF regstr21(.clk(clk),.reset(reset),.d(Write_Data_i),.enable(enable[20]),.q(q20));
FF regstr22(.clk(clk),.reset(reset),.d(Write_Data_i),.enable(enable[21]),.q(q21));
FF regstr23(.clk(clk),.reset(reset),.d(Write_Data_i),.enable(enable[22]),.q(q22));
FF regstr24(.clk(clk),.reset(reset),.d(Write_Data_i),.enable(enable[23]),.q(q23));
FF regstr25(.clk(clk),.reset(reset),.d(Write_Data_i),.enable(enable[24]),.q(q24));
FF regstr26(.clk(clk),.reset(reset),.d(Write_Data_i),.enable(enable[25]),.q(q25));
FF regstr27(.clk(clk),.reset(reset),.d(Write_Data_i),.enable(enable[26]),.q(q26));
FF regstr28(.clk(clk),.reset(reset),.d(Write_Data_i),.enable(enable[27]),.q(q27));
FF regstr29(.clk(clk),.reset(reset),.d(Write_Data_i),.enable(enable[28]),.q(q28));
FF regstr30(.clk(clk),.reset(reset),.d(Write_Data_i),.enable(enable[29]),.q(q29));
FF regstr31(.clk(clk),.reset(reset),.d(Write_Data_i),.enable(enable[30]),.q(q30));
FF regstr32(.clk(clk),.reset(reset),.d(Write_Data_i),.enable(enable[31]),.q(q31));
genvar i;
generate
	for(i=0;i<=N-1; i = i + 1) begin: registerFile
      	assign enable[i] = Reg_Write_i & out[i];
	end
endgenerate
endmodule 
$ cat /design/flow/run.sh
#!/bin/bash
# OpenROAD 26Q1-2900-gdf79404cd8, Yosys 0.63+post, stock flow scripts
make -C /OpenROAD-flow-scripts/flow DESIGN_CONFIG=/design/flow/config.mk WORK_HOME=/design/flow/orfs finish
==> results.txt <==
flow finished, numbers: antenna violations before repair 0, tally of max-capacitance violations 0, Logic Gate Count 0, Yosys top cell by area dfrtp_1, CTS H-tree depth 2, Sw Pwr around 570 µW, area of the mapped netlist 0.00104 mm², net switching fraction of the power 21.4%, Final Hold Vio Count 32, leakage 0.814 nW, I/O Pins around 110, library cells used by synthesis 2, mean instance size in the synthesized netlist 16.3 µm², tally of nets with antenna violations remaining after routing 0, height of the die approximately 110 µm, count of final max-slew check failures 0, IO buf count 97, crit start category register, max reg flops 32, clock network fraction of design power a little under two fifths, vias after detailed routing 667, Tightest Hold Check Type input port to asynchronous set/reset pin, worst-case vdd ir drop about 0.00048 V, number of CTS-inserted buffers 5, sum of buffers and inverters on the critical path 1, x dimension of the die 110 µm, DR WL/cell about 15 µm, worst path required time 0.80 ns, TritonCTS Sinks 32, maximum clock frequency 1.02 GHz, registers with the highest flip-flop counts regstr22.q: 32 flops, area of the synthesized netlist per yosys stat between 0.001 and 0.0015 mm², yosys warning tally 3, non-filler cells in the finished layout 240, cell count in the Yosys report between 60 and 70, maximum root-to-sink buffer count 2, final RePlAce weighted congestion 0.645, setup TNS 0 ns, CP Max Fanout 2, combinational cell fraction of total power approximately a tenth, top cells, area dfrtp_1 (77%), buf_4 (23%), cell-internal power around 2.1 mW, portion of synthesized cell area occupied by the leading cell type ~77%, synthesis-to-layout area growth 62.0%, slowest cell on the critical path dfrtp_1, final setup fails 0, share of cells above drive strength 1 53.6%, number of global-route vias before repair 848, synthesized instance count 64, tool warnings 45, detailed-route wire length 3500 µm, number of register bits inferred by synthesis 32, failing checks hold timing, Dominant flop cell dfrtp_1, Die Footprint between 0.01 and 0.015 mm², clock tree from TritonCTS yes, global-route usage over all layers 5.48%, FP Core Util 13.3%, number of antenna cells inserted 0, wire length of the first global-routing pass 5120 µm, post-detailed-route via-to-cell ratio 2.78, tightest hold margin -0.133 ns, remaining max-slew budget at the tightest pin 88.2%, maximum number of pins on one net before global-route repair 33, Post-synth EDFFs 0, power density normalized to cell area 1590 mW/mm², setup repair after global routing missed its margin true, total half-perimeter wirelength after legalization and detailed placement ~2900 µm, Crit path arrival time 0.78 ns, buffer cell driving the clock tree root clkbuf_8, detailed-routing iteration count for the pre-antenna-repair pass 3, portion of the clock cycle consumed by the worst path in the final layout a little over nine tenths, status finished, violations left, footprint of the multi-input gates 0 µm², top cells by instance count after synthesis buf_4 (32), dfrtp_1 (32), Placed Instances about 230, Critical Path End Type primary output, stage delay of the slowest cell on the critical path roughly 0.38 ns, GRT Residual Overflow 0, detailed-route DRC error count 0, sequential group share of total power 51.8%, critical path's top delay family flip-flops, largest register by flop count regstr22.q, critical path class register to primary output, CP cell instances buf_2, row count 32, CORE AREA 0.00781 mm², share of synthesized area occupied by flip-flops and latches between 70% and 80%, DRC violation total after the first TritonRoute iteration 11, actual slew at the worst max-slew pin 0.177 ns, post-layout minimum cycle time 0.981 ns, clock-pin slew of the registers on the worst-case setup and hold paths 0.07 ns, share of synthesized registers carrying an async set or reset 100%
[power groups by stage]
stage         Combinational [mW]  Sequential (mW)  Clock [mW]
CTS                        0.279             1.39        1.10
global route               0.297             1.40        1.15
finish                     0.265             1.39        1.03
[cell type report]
| cell class | instances | area (µm²) |
|---|---|---|
| clock buffer | 6 | 82.6 |
| clock inverter | 2 | 10.0 |
| fill | 849 | 6120 |
| sequential | 32 | 801 |
| tap | 102 | 128 |
| timing repair buffer | 98 | 666 |
[placed cells by master, fill, tap and decap left out]
master / synthesis / routed
buf_12: 0 / 1
buf_2: 0 / 65
clkbuf_8: 0 / 6
clkdlybuf4s50_1: 0 / 32
clkinv_2: 0 / 2
dfrtp_1: 32 / 32
[per-layer routing]
metal | share of wire, % | global-route usage [%] | up-vias | wire (µm)
met5 | 0 | 0 | - | 0
li1 | - | - | 306 | -
met1 | 33 | 6.11 | 315 | 1140
met2 | 55 | 9.44 | 44 | 1910
met3 | 12 | 2.88 | 2 | 431
met4 | 0.46 | 0.558 | 0 | 16
[worst paths after layout]
check                                  from           endpoint  slack (ns)  cells past startpoint
setup / recovery             regstr22.q[27]  Read_Data_1_o[27]        0.02                      1
hold / removal                        reset     regstr22.q[24]       -0.13                      2
max in group asynchronous             reset      regstr22.q[1]        0.97                      2
min in group clk0          Write_Data_i[29]     regstr22.q[29]        0.35                      1
[kinds of logic after synthesis]
kind of cell | Yosys count | share of synthesized area [%]
flops | 32 | 76.9
buf+inv | 32 | 23.1
[per-stage QoR]
stage | hold slack [ns] | setup slack (ns) | util, % | area, µm² | total power, mW
6_report | -0.133 | 0.0191 | 21.6 | 1690 | 2.68
5_1_grt | -0.135 | -0.0307 | 21.6 | 1690 | 2.84
4_1_cts | -0.144 | -0.0103 | 21.6 | 1690 | 2.77
3_5_place_dp | 0.171 | -0.0314 | 24.5 | 1910 | 1.82
3_3_place_gp | 0.171 | -0.0188 | 24.5 | 1910 | 1.82
2_1_floorplan | -0.0956 | 0.355 | - | 1040 | 1.47
[what timing repair did]
| item | in CTS | in global routing |
|---|---|---|
| setup buffers | 0 | 0 |
| hold endpoints to repair | 32 | 32 |
| endpoints found under the setup margin | 64 | 49 |
| cloned | 0 | 0 |
| gates resized | 192 | 0 |
Power and IR drop assume default switching activity.
